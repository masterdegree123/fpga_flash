## flow/run.sh

```bash
#!/bin/bash
# OpenROAD 26Q1-2900-gdf79404cd8, Yosys 0.63+post, stock flow scripts
make -C /OpenROAD-flow-scripts/flow DESIGN_CONFIG=/design/flow/config.mk WORK_HOME=/design/flow/orfs finish
```

## flow/config.mk

```make
export PLATFORM = sky130hd
export DESIGN_NAME = spi_ip_core
export DESIGN_NICKNAME = spi_ip_core
export VERILOG_FILES = /design/flow/design.v
export SDC_FILE = /design/flow/constraint.sdc
export NUM_CORES = 4
export LEC_CHECK = 1
export CORE_UTILIZATION = 30
```

## flow/constraint.sdc

```tcl
current_design spi_ip_core

set clk_period 3.1
set clk_io_pct 0.2

create_clock -name clk0 -period $clk_period [get_ports {clk}]

set non_clock_inputs [all_inputs -no_clocks]
set_input_delay [expr $clk_period * $clk_io_pct] -clock clk0 $non_clock_inputs
set_output_delay [expr $clk_period * $clk_io_pct] -clock clk0 [all_outputs]
```

## flow/design.v

```verilog
module spi_ip_core(
	input clk, 
	input MOSI,  
	input SPI_SCK, 
	input SPI_RESET,  
	input SPI_S,  
	output reg MISO,  
	output reg [7:0] D,  
	output reg RESET,  
	output reg S,  
	output reg DATA_DONE, 
	input [7:0] Q  
);
reg sck_val=1'b0;  
reg [2:0] cnt_bit=3'b000;  
reg [7:0] data_to_read=8'h00;  
reg [7:0] data_to_send=8'h00;  
reg [2:0] s_reg=3'b000;
reg s_flag=1'b0;
reg rst_flag=1'b0;
reg miso_buff=1'b0;
always @ (posedge clk)
begin
	if(rst_flag)
	begin
		sck_val<=0;
	end
	else
	begin
		sck_val<=SPI_SCK;
	end
end
wire sck_pos=(SPI_SCK && !sck_val);
wire sck_neg=(!SPI_SCK && sck_val);
always @ (posedge clk)
	begin
	if(rst_flag)
	begin
		s_flag<=1'b0;
	end
	else
	begin
		s_flag<=SPI_S;
	end
	S<=SPI_S;
end
wire s_rise=(SPI_S && !s_flag);
wire s_neg=(!SPI_S && s_flag);
always @ (SPI_RESET)
begin
	if(SPI_RESET)
	begin
		rst_flag<=1'b0;
	end
	else
	begin
		rst_flag<=1'b1;
	end
	RESET<=SPI_RESET;
end
always @ (posedge clk)
begin	
	if(sck_neg && !s_flag)
	begin
		cnt_bit<=cnt_bit+1;
		data_to_read[7-cnt_bit]<=MOSI;
	end
	else if(cnt_bit==3'b111 && !s_flag)
	begin
		DATA_DONE<=1'b1;
	end
	else if (DATA_DONE)
	begin
		data_to_read[7-cnt_bit]<=MOSI;
		D<=data_to_read;
		data_to_read<=8'h00;
		DATA_DONE<=1'b0;
		data_to_send<=Q;
	end
	else if(s_flag)
	begin
		cnt_bit<=0;
	end
	else
	begin
		DATA_DONE<=1'b0;
	end
end
always @ (posedge clk)
begin
	if(!s_flag && !rst_flag && sck_pos)
	begin
		miso_buff<=data_to_send[7-cnt_bit];
	end
end
always @ (miso_buff)
begin
	if(rst_flag)
	begin
		MISO<=#8 1'bZ;
	end
	else
	begin
		MISO<= #8 miso_buff;
	end
end
endmodule 
```

==> run_results.csv <==
group,metric,value,unit
clock_network,cts-root-buf,"clkbuf_8",
critical_path,rrSetupSlack,590,ps
clock_network,cts_made_buffers,5,
place,dp.cells,160,
critical_path,cp-start-kind,"flip-flop",
clock_network,holdBufCountCts,0,
synthesis,ys_seq_elements,32,
timing,tns,0,ps
detailed_routing,n_antenna_cell,0,
synthesis,synth.distinct_cells,26,
cells_and_area,lay_top_cells,"29 x edfxtp_1, 24 x clkdlybuf4s50_1, 6 x nand2_1",
timing,finClkSkew,4.343,ps
timing,setup_violations,0,
critical_path,setup.worst_path.end_class,"flip-flop",
synthesis,synth_seq_share,69.86,%
synthesis,synth_stat.cells,86,
cells_and_area,fin_util,42.03,%
timing,relSlewSlack,52.58,%
cells_and_area,layout.cells.most_common,"edfxtp_1",
timing,worst_pin_slew,708.7,ps
cells_and_area,fill_cells,385,
detailed_routing,wire_per_inst,12.73,um
synthesis,synth_area_per_cell,15.49,sq um
detailed_routing,dr.pass1.iters,6,
cells_and_area,final_cell_area,1742,sq um
power_and_ir_drop,powerDensity,547.2,nW/um^2
place,place.gp.congestion,0.8302,
detailed_routing,viasPerCell,4.863,
place,place_ws,574.4,ps
global_routing,track_usage,11.56,%
detailed_routing,drt-initial-drc-count,67,
detailed_routing,wl,2138,um
cells_and_area,drive_above_1_share,11.02,%
place,io_buffers,24,
power_and_ir_drop,switchingPower,185.1,uW
clock_network,cts_buffer_depth,2,
die,core,4144,sq um
power_and_ir_drop,combPwrFrac,7.9,%
critical_path,arrival,2490,ps
clock_network,clk_pin_slew,60,ps
timing,max_freq,399.0,MHz
timing,finalHoldViolCount,0,
timing,setup_slack,594.0,ps
critical_path,crit_fanout,9,
timing,period_minus_slack,2506,ps
power_and_ir_drop,p_leak,0.5908,nW
clock_network,cts_max_level,2,
critical_path,worstPathRequired,3080,ps
synthesis,area_leaders,"edfxtp_1 65%, dfxtp_1 4.5%, mux4_1 3.9%, ha_1 2.8%, nand2b_1 2.3%",
power_and_ir_drop,internal_power,767.9,uW
synthesis,yosysTopAreaCell,"edfxtp_1",
die,die_area,4712,sq um
synthesis,yosysWarnings,2,
synthesis,synthesis.instances,86,
hold_path,hold_path.class,"flip-flop to flip-flop",
power_and_ir_drop,pwr-share-clk,39.2,%
die,fp-row-count,23,
clock_network,ctsResizeCount,0,
place,placed_area,1635,sq um
detailed_routing,via_count,817,
global_routing,grt_overflow,0,
global_routing,first_global_vias,807,
die,die.size.y,68.65,um
global_routing,grt_max_degree,11,
synthesis,yosys.area.top_type_share,65.35,%
synthesis,netlist_area,1333,sq um
place,dp_hpwl,1538,um
cells_and_area,area_delta_synth_final,30.70,%
global_routing,antenna_found_initial,0,
clock_network,clock_sinks,32,
global_routing,grt_pass1_wl,3705,um
flow_run,openroad.warnings,26,
clock_network,cts_tree,"yes",
cells_and_area,stdcell_count,168,
flow_run,cap_violations,0,
power_and_ir_drop,ir_worst_vdd,0.0002831,V
clock_network,post_cts_buffers,0,
timing,drv_slew,0,
run_status,status,"complete, no violations",
power_and_ir_drop,power.share.switching,19.42,%
timing,period_used_share,80.84,%
synthesis,yosys.stat.chipArea,1333,sq um
die,io_pins,25,
clock_network,worstSkewPairLatency,280,ps
critical_path,criticalPathCategory,"flip-flop to flip-flop",
timing,rsz0062_at_grt,"no",
detailed_routing,ant_nets,0,
detailed_routing,route.detailed.drc,0,
power_and_ir_drop,pwr-share-seq,52.8,%
die,fp.dieW,68.65,um
die,fp_util,32.16,%
-- final timing paths --
check / end / start / cells past startpoint
worst max-delay path: D[0] / cnt_bit[0] / 6
worst min-delay path: D[2] / data_to_read[2] / 0
worst max register to register: D[0] / cnt_bit[0] / 6
worst min register to register: D[2] / data_to_read[2] / 0
-- synth_stat cells, drive strengths merged --
master / number
nand3: 3
mux2: 1
dfxtp: 3
o31ai: 4
mux4: 2
nor3b: 3
mux2i: 1
nand2b: 5
buf: 1
o311ai: 3
a21bo: 1
or2: 1
o21ai: 4
and2: 4
nor4: 1
ha: 3
edfxtp: 29
nor2: 3
inv: 2
a21oi: 4
nand2: 6
nor2b: 1
or3: 1
-- cells by family after synthesis --
family,share of synthesized area [%]
AND-OR/OR-AND,7.982
adder cells (fa/ha/maj),2.817
buffers and inverters,1.126
flip-flops,69.86
multiplexers,5.540
AND/OR/NAND/NOR,12.68
-- power groups by stage --
stage                 sequential, mW  clock (mW)  combinational (mW)
after CTS                      0.504       0.384              0.0762
after global routing           0.506       0.410              0.0845
final                          0.503       0.374              0.0758
-- stage by stage --
stage / power, mW / hold slack (ps)
after detailed placement: 0.5883 / 441.4
after global placement: 0.5883 / 448.9
after CTS: 0.9635 / 456.7
after global routing: 1.000 / 476.2
final: 0.9530 / 453.7
after floorplan: 0.5473 / 419.5
-- layout make-up --
cell class	instances	area [sq um]	area share (%)
clock inverters	3	37.54	2.155
flip-flops and latches	32	930.9	53.45
multi-input cells	51	386.6	22.20
clock buffers	5	68.82	3.951
inverters	2	7.507	0.4310
well taps	50	62.56	3.592
repair buffers	25	247.7	14.22
-- flip-flops by register name, summed over array words and instances (netlist names) --
register	count
D	8
data_to_read	8
data_to_send	8
cnt_bit	3
DATA_DONE	1
S	1
miso_buff	1
s_flag	1
sck_val	1
-- metal layers --
metal / wire (um) / global-route usage (%)
met5: 0 / 0
met4: 27 / 2.083
met3: 73 / 4.167
met2: 935 / 16.05
met1: 1101 / 18.73
-- worst max-delay path, stage by stage (launching register included) --
cell,delay (ps)
edfxtp_1,510
ha_1,270
ha_1,250
nor2b_1,170
nand2b_1,160
nor2_1,550
buf_4,300
Power figures rest on the tool's default switching activity, not on a simulated workload.
